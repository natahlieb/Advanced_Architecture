===== flow/run.sh =====
#!/bin/bash
# OpenROAD 26Q1-2900-gdf79404cd8, Yosys 0.63+post, stock flow scripts
make -C /OpenROAD-flow-scripts/flow DESIGN_CONFIG=/design/flow/config.mk WORK_HOME=/design/flow/orfs finish

===== flow/config.mk =====
export PLATFORM = sky130hd
export DESIGN_NAME = queue
export DESIGN_NICKNAME = queue
export VERILOG_FILES = /design/flow/design.v
export SDC_FILE = /design/flow/constraint.sdc
export NUM_CORES = 4
export LEC_CHECK = 1
export CORE_UTILIZATION = 50

===== flow/constraint.sdc =====
current_design queue

set clk_period 7.3
set clk_io_pct 0.2

create_clock -name clk0 -period $clk_period [get_ports {clk}]

set non_clock_inputs [all_inputs -no_clocks]
set_input_delay [expr $clk_period * $clk_io_pct] -clock clk0 $non_clock_inputs
set_output_delay [expr $clk_period * $clk_io_pct] -clock clk0 [all_outputs]

===== flow/design.v =====
`timescale 1ps/1ps
module queue(input clk, 
            input push_enable,
            input [15:0] push_value,
            output isFull,
            input pop_enable,
            output [15:0] value, 
            output isEmpty);
    reg [16:0] f_buff0 = 0;
    reg [16:0] f_buff1 = 0;
    reg [16:0] f_buff2 = 0;
    reg [16:0] f_buff3 = 0;
    reg [16:0] f_buff4 = 0;
    reg [16:0] f_buff5 = 0;
    wire q0 = f_buff0[16];
    wire q1 = f_buff1[16];
    wire q2 = f_buff2[16];
    wire q3 = f_buff3[16];
    wire q4 = f_buff4[16];
    wire q5 = f_buff5[16];
    wire isFull = head == 5;
    wire isEmpty = (head==0 && f_buff0==0);
    reg [15:0] value = 16'hxxxx;
    reg [15:0] tail = 0;
    reg [15:0] head = 0;
    always@(posedge clk) begin
      if(pop_enable && isEmpty == 0) begin
          if(head==0) begin
             value <= f_buff0[15:0];
             f_buff0 <= 0;
          end else if(head ==1) begin
             value <= f_buff1[15:0];
             f_buff1 <= 0;
          end else if(head ==2) begin
              value <= f_buff2[15:0];
              f_buff2 <= 0;
          end else if(head == 3) begin
              value <= f_buff3[15:0];
              f_buff3 <= 0;
              head <= head -1;
          end else if(head ==4) begin
              value <= f_buff4[15:0];
              f_buff4 <= 0;
          end else if(head == 5) begin
              value <= f_buff5[15:0];
              f_buff5 <= 0;
          end
          if(head ==0) begin
              head = 0;
          end else begin
              head = head -1;
          end
      end
      else if (push_enable && isFull == 0) begin
            head <= head + 1;
            f_buff0[15:0] <= push_value;
            f_buff0[16] <= 1;
            f_buff1 <= f_buff0;
            f_buff2 <= f_buff1;
            f_buff3 <= f_buff2;
            f_buff4 <= f_buff3;
            f_buff5 <= f_buff4;  
      end
    end
endmodule

==> run summary <==
fresh numbers from the pnr run: status complete, no violations, Commonest Layout Cell edfxtp_1, HPWL after DPL 9.866 mm, Rows 41, Clk pin slew, worst setup/hold paths 0.05 ns, initial antenna violation count 0, CTS Buf Count 17, post-CTS sizing 0, pin count of the biggest net entering global routing 77, RSZ-0062 raised after global routing no, global-route wire length before repair 22.89 mm, GP Congestion 0.8534, Total Routing Usage GR 24.46%, ys flop type edfxtp_1, Syn Std Cell Area 6477 sq um, CTS hold repair buffers 0, Critical Path RT 5.84 ns, PnR worst setup slack 2.988 ns, PortBufs 36, DR WL/cell 18.43 um, Slowest-stage cell, CP nor2_1, CORE AREA 12620 sq um, Yosys Instances 563, Final Cycle Share 59.07%, Post-route DRC 0, drt initial violations 376, final setup vio count 0, dpl ws 2.807 ns, flip-flops with a built-in enable 129, H-tree Lvls 4, Critical Path Fanout Max 16, asr flop ratio synth 0%, die area 13410 sq um, most frequent cells in the layout edfxtp_1 (129), and2_1 (96), a21oi_1 (58), Hold Startpoint f_buff3[13], clock skew 0.006691 ns, CTS tree built, GR Overflow Total 0, startpoint types flop, WS Path Type flop to output pin, endpoints failing hold 0, initial core utilization 51.33%, MaxCap Viol Count 0, Synthesis Warnings 1, ANT nets after route 0, Sink Count 129, Pleak 0.002583 uW, crit path from head[2], clock tree root buffer cell clkbuf_16, # IOs 37, Synth flops 129, final core utilization 59.45%, WL final 14.30 mm, Rel. slew slack 44.66%, cell count after synthesis 563, Critical Path, Cell by Cell nor2_1 -> nand4b_1 -> nor3_1 -> clkdlybuf4s50_1, Hold Crit Class flop to flop, FMAX 231.9 MHz, Synth Area per Inst 11.51 sq um, DR vias/cell 5.729, crit path capture type output pin, width of the die 115.8 um, area grow syn2layout 15.82%, Largest delay share family, worst path simple AND/OR/NAND/NOR gates, die height 115.8 um, CTS Buffer Depth 2, TNS Setup 0 ns, clk latency of the worst-skew pair 0.41 ns, Crit path arrival time 2.85 ns, power per cell area 253.8 nW/um^2, CP peak stage delay 0.61 ns, DR vias 4446, # Post-CTS Setup Buffers 0, WP buf/inv 1, yosys stat area 6477 sq um, smallest hold slack 0.5419 ns, share of cells above drive strength 1 10.43%, vias in the first global route 4148, drt first pass iters 5, Max Slew Vio Count 0, synth unique cells 52, worst slew pin tran 0.8281 ns, antenna fix cells 0, Final min period 4.312 ns, RR Startpoint head[2], Seq share, synth 59.80%, OpenROAD warnings 29, VDD IR-drop max 0.1842 mV
-- registers in the layout (all words and copies together) (netlist names) --
signal   flops
f_buff0     17
f_buff1     16
f_buff2     16
f_buff3     16
f_buff4     16
f_buff5     16
head        16
value       16
-- Yosys cell counts (all sizes together), types with 2 or more instances --
master   count  area (sq um)
edfxtp     129          3874
and2        96         600.6
a21oi       58         290.3
o22ai       29         181.4
clkbuf      25         93.84
nand2       23         86.33
nor2        23         86.33
a22oi       18         155.1
inv         18         67.56
buf         17         98.84
o21ai       14         70.06
or2         13         81.32
nand3       12         60.06
nor4        10         105.1
a31oi        8         50.05
nand4        7         43.79
nor3         7         35.03
a211oi       5         37.54
a221oi       5         43.79
ha           5         62.56
and4         3         26.28
nand3b       3         22.52
nand4b       3         26.28
nor2b        3         18.77
o21a         3         22.52
o31ai        3         36.28
or4          3         30.03
a2bb2oi      2         17.52
and3         2         12.51
nand2b       2         12.51
nor4b        2         17.52
o22a         2         17.52
-- path summary, 6_finish.rpt --
check	slack, ns	end	cells after the start
worst max-delay path	2.99	isEmpty	4
worst max register to register	3.19	f_buff1[2]	6
worst min-delay path	0.54	f_buff4[13]	1
worst min register to register	0.54	f_buff4[13]	1
-- per-layer routing --
layer  global-route usage [%]  part of all wire, %
met2                    30.40                   41
met3                    10.28                   11
met1                    45.40                   48
met5                        0                    0
met4                    2.308                 0.77
-- cells by family (layout without fill, tap and decap cells) --
logic type | count (synthesis) | after routing | synth area share [%]
compound gates | 154 | 154 | 15.26
fa+ha+maj | 5 | 5 | 0.9658
buf+inv | 60 | 101 | 4.018
flops | 129 | 129 | 59.80
mux | 1 | 1 | 0.1545
simple gates | 214 | 214 | 19.80
-- layout make-up --
class	instances	area, sq um
fill	1020	5117
sequential	129	3874
multi-input combinational	374	2349
timing repair buffer	53	488.0
clock buffer	21	440.4
tap	172	215.2
clock inverter	9	68.82
inverter	18	67.56
-- power by group --
group          internal (uW)  switching, uW  leakage, uW
logic                   90.0            150      0.00110
registers                873           57.9      0.00124
clock network            456            277     0.000249
total                   1420            485      0.00258
-- worst reg2reg max path: cells and delay by family, from the launching register on --
family,cells,cell delay [ns]
buf+inv,1,0.63
compound gates,1,0.60
flops,1,0.59
simple gates,4,1.91
-- metrics by stage --
step | std cells | total power (uW) | area (sq um)
global route | 776 | 1987 | 7502
global placement | 746 | 1174 | 6993
detailed placement | 746 | 1178 | 6993
CTS | 776 | 1917 | 7502
finish | 776 | 1904 | 7502
floorplan | 563 | 1106 | 6477
No activity file was given, so power comes from the tool's default toggle rates.
